--- design/flow/config.mk ---
export PLATFORM = sky130hd
export DESIGN_NAME = spi_controller
export DESIGN_NICKNAME = spi_controller
export VERILOG_FILES = /design/flow/design.v
export SDC_FILE = /design/flow/constraint.sdc
export NUM_CORES = 4
export LEC_CHECK = 1
export CORE_AREA = 10 10 639 639
export DIE_AREA = 0 0 649 649
--- design/flow/constraint.sdc ---
current_design spi_controller

set clk_period 37.1
set clk_io_pct 0.2

create_clock -name clk0 -period $clk_period [get_ports {clk_in}]

set non_clock_inputs [all_inputs -no_clocks]
set_input_delay [expr $clk_period * $clk_io_pct] -clock clk0 $non_clock_inputs
set_output_delay [expr $clk_period * $clk_io_pct] -clock clk0 [all_outputs]
--- design/flow/design.v ---
`timescale 1ns / 1ps
`default_nettype none 
module spi_controller #(parameter UART_BAUD_RATE = 12_000_000,
                        parameter MESSAGE_SIZE = 512,
                        parameter HEADER_SIZE = 32) (
    input wire clk_in,
    input wire rst_in,
    input wire [MESSAGE_SIZE-1:0] tx_message_in, 
    input wire [HEADER_SIZE-1:0] tx_header_in,
    output logic tx_ready_out,  
    input wire tx_valid_in,    
    output logic tx_data_out,
    output logic tx_sel_out,
    output logic tx_clk_out,
    input wire tx_data_in,   
    output logic tx_key_req_out,
    output logic [MESSAGE_SIZE-1:0] rx_message_out,
    output logic [HEADER_SIZE-1:0] rx_header_out,
    input wire rx_ready_in,  
    output logic rx_valid_out,  
    input wire rx_data_in,
    input wire rx_sel_in,
    input wire rx_clk_in,
    output logic rx_data_send,  
    input wire rx_key_req_in
);
    localparam DATA_PERIOD = 100_000_000 / (UART_BAUD_RATE * 2);  
    spi_tx #(
        .DATA_WIDTH(MESSAGE_SIZE + HEADER_SIZE),
        .DATA_PERIOD(DATA_PERIOD)
    ) tx (
        .clk_in(clk_in),
        .rst_in(rst_in),
        .data_in({tx_message_in, tx_header_in}),
        .trigger_in(tx_valid_in),
        .data_out(tx_data_out),  
        .data_clk_out(tx_clk_out),
        .sel_out(tx_sel_out)
    );
    logic [MESSAGE_SIZE+HEADER_SIZE-1:0] rx_combined_out;
    spi_rx #(
        .DATA_WIDTH(MESSAGE_SIZE + HEADER_SIZE)
    ) rx (
        .clk_in(clk_in),
        .rst_in(rst_in),
        .data_in(rx_data_in), 
        .data_clk_in(rx_clk_in),
        .sel_in(rx_sel_in),
        .data_out(rx_combined_out),
        .new_data_out(rx_valid_out),
        .ready_in(rx_ready_in)
    );
    assign rx_header_out = rx_combined_out[HEADER_SIZE-1:0];
    assign rx_message_out = rx_combined_out[MESSAGE_SIZE+HEADER_SIZE-1:HEADER_SIZE];
    always_comb begin 
        tx_ready_out = tx_sel_out;  
    end
endmodule
`default_nettype wire
`timescale 1ns / 1ps
`default_nettype none  
module spi_rx
       #(  parameter DATA_WIDTH = 8
        )
        ( input wire clk_in,
          input wire rst_in,
          input wire data_in,
          input wire data_clk_in,
          input wire sel_in,  
          input wire ready_in,  
          output logic [DATA_WIDTH-1:0] data_out,
          output logic new_data_out
        );
    logic just_sent_data; 
    logic prev_data_clk_in; 
    logic [$clog2(DATA_WIDTH):0] bits_received;  
    logic [DATA_WIDTH-1:0] temp_data_out;
    typedef enum {DATA, STALLED} states;
    states state;
    initial begin
        data_out = 0; 
        new_data_out = 1'b0; 
        prev_data_clk_in = 1'b0;
        bits_received = 0; 
        temp_data_out = 0; 
        state = DATA;
    end
    always_ff @(posedge clk_in) begin 
        if (rst_in) begin
            data_out <= 0; 
            new_data_out <= 1'b0; 
            prev_data_clk_in <= 1'b0;
            bits_received <= 0; 
            temp_data_out <= 0; 
            state <= DATA;
        end else begin 
            prev_data_clk_in <= data_clk_in; 
            case (state) 
                DATA: begin
                    new_data_out <= 0;
                    if (!sel_in && bits_received < DATA_WIDTH) begin 
                        if (data_clk_in && !prev_data_clk_in) begin 
                            bits_received <= bits_received + 1; 
                            temp_data_out[DATA_WIDTH - 1 - bits_received] <= data_in; 
                        end 
                    end else if (bits_received == DATA_WIDTH) begin
                        state <= STALLED;
                        data_out <= temp_data_out;
                        temp_data_out <= 0;
                        bits_received <= 0;
                    end else begin  
                        bits_received <= 0; 
                        temp_data_out <= 1'b0; 
                    end
                end 
                STALLED: begin
                    new_data_out <= 1;
                    if (ready_in) begin 
                        state <= DATA;
                    end
                end
            endcase
        end
    end
endmodule
`default_nettype wire  
`timescale 1ns / 1ps
`default_nettype none  
module spi_tx
       #(   parameter DATA_WIDTH = 8,
            parameter DATA_PERIOD = 100
        )
        ( input wire clk_in,
          input wire rst_in,
          input wire [DATA_WIDTH-1:0] data_in,
          input wire trigger_in,
          output logic data_out,
          output logic data_clk_out,
          output logic sel_out
        );
    logic [$clog2(DATA_WIDTH):0] bits_sent; 
    logic [$clog2(DATA_PERIOD)+1:0] clk_out_count;
    integer DATA_HALF_PERIOD; 
    logic [DATA_WIDTH-1:0] stored_data_in; 
    initial begin
        DATA_HALF_PERIOD = DATA_PERIOD/2;
        data_out = 1'b0; 
        data_clk_out = 1'b0; 
        sel_out = 1'b1; 
        bits_sent = 0; 
        clk_out_count = 0; 
    end
    always_ff @(posedge clk_in) begin
        if (rst_in) begin
            data_out <= 1'b0; 
            data_clk_out <= 1'b0; 
            sel_out <= 1'b1; 
            bits_sent <= 0; 
            clk_out_count <= 0;
            stored_data_in <= 0; 
        end else begin
            if (trigger_in && sel_out) begin
                data_out <= data_in[DATA_WIDTH - 1];
                data_clk_out <= 1'b0; 
                sel_out <= 1'b0; 
                bits_sent <= 1; 
                clk_out_count <= 0; 
                stored_data_in <= data_in; 
            end else if (bits_sent <= DATA_WIDTH) begin
                if (clk_out_count == DATA_HALF_PERIOD - 1) begin
                    data_clk_out <= 1; 
                    clk_out_count <= clk_out_count + 1; 
                end else if (clk_out_count == (DATA_HALF_PERIOD << 1) - 1) begin 
                    if (bits_sent < DATA_WIDTH) begin 
                        data_out <= stored_data_in[DATA_WIDTH - 1 - bits_sent]; 
                    end else begin
                        sel_out <= 1'b1;
                    end
                    data_clk_out <= 1'b0; 
                    clk_out_count <= 1'b0; 
                    bits_sent <= bits_sent + 1; 
                end else begin 
                    clk_out_count <= clk_out_count + 1; 
                end
            end else begin 
                data_out <= 1'b0; 
                data_clk_out <= 1'b0; 
                sel_out <= 1'b1;
            end
        end
    end
endmodule
`default_nettype wire  
--- design/flow/run.sh ---
#!/bin/bash
# OpenROAD 26Q1-2900-gdf79404cd8, Yosys 0.63+post, stock flow scripts
make -C /OpenROAD-flow-scripts/flow DESIGN_CONFIG=/design/flow/config.mk WORK_HOME=/design/flow/orfs finish
==> Slide: Implementation Results <==
Run Summary

Status
  • Status: finished clean

Global route
  • Vias in the first global route: 61,500
  • Largest net degree at the start of global routing: 165
  • First-pass GRT wire length: 494,000 µm
  • All-layer global routing usage: 16.7%
  • Initial antenna violation count: 89
  • GRT overflow: 0

Setup path
  • CP required: 37.94 ns
  • CP cell instances: clkdlybuf4s50_1, nor2_1, nor2_1, and4_4, buf_4, buf_4, buf_4, buf_4, buf_4, nand2_1, a21oi_1
  • Slowest CP cell: and4_4
  • Crit path kind: in -> reg
  • Cells on worst reg2reg path: 16
  • CP peak stage delay: 0.74 ns
  • Crit path max fanout: 71
  • Critical path's top delay family: buffers and inverters
  • Crit. End Element: register
  • Setup crit start kind: primary input
  • Arr. time, crit path: 12.87 ns
  • Most used cell, CP: buf_4
  • Instance count on the critical path: 11
  • CP Buf/Inv Count: 6

Detailed routing
  • Post-route ant nets: 0
  • Routed WL: 365,000 µm
  • First-pass detailed-route iteration total: 5
  • DR DRC count: 0
  • Via count: 66,100
  • Vias per Instance: 4.47
  • Routed wire length per instance: 24.7 µm
  • Iteration-0 DRC count of the detailed router: 6,204

Logic synthesis
  • Yosys synthesis chip area: 68,500 µm²
  • Cell with the most instances after synthesis: nand2_1
  • Register area share after synthesis: 48.7%
  • Unique masters post-synth: 80
  • Instance count of the mapped netlist: 8,585
  • Flip-flops with a built-in enable: 0
  • Top post-synthesis cells by count: 2,801 x nand2_1, 1,664 x dfxtp_1, 1,649 x a21oi_1
  • Top cells by area: dfxtp_1 49%, nand2_1 15%, a21oi_1 12%
  • Ys Warns: 5
  • FF+latch count, synth: 1,664
  • Ys cells: 8,585
  • FFs w/ async S/R, synth: 0%
  • Post-Syn Area: 68,500 µm²
  • Top-area cell share: 48.7%
  • Post-synth top flop: dfxtp_1
  • Synth Area per Inst: 7.97 µm²
  • Yosys top cell by area: dfxtp_1

Floorplanning
  • Io pins: 1,104
  • FP Rows: 230
  • Die Area: 421,000 µm²
  • Die height: 649 µm
  • Fp_density: 17.4%
  • DIE WIDTH: 649 µm
  • Core area: 393,000 µm²

Run
  • Tool warning count: 79
  • Max-cap violations: 0

Clock network
  • Clock transition at path regs: 0.08 ns
  • Clk latency of the worst-skew pair: 0.93 ns
  • Root buffer cell: clkbuf_16
  • CTS tree: built
  • Post-cts sizing count: 0
  • CTS buffer count: 200
  • CTS Sinks: 1,664
  • Post-CTS Setup Inserts: 0
  • Hold_buf cts: 0
  • H-tree depth: 4
  • Clock Tree Buf Depth: 4

STA
  • Slew @ Worst Pin: 0.890 ns
  • Worst slew margin: 40.6%
  • Tmin final: 12.02 ns
  • Final hold violations: 0
  • Max Slew Vio Count: 0
  • Final clock skew: 0.0957 ns
  • Total Neg Setup Slack: 0 ns
  • Tcrit/Tclk final: 32.4%
  • Max Clock Freq: 0.0832 GHz
  • Final setup vio count: 0
  • RSZ-0062 raised after global routing: no

Layout
  • Fin util: 23.4%
  • Design area: 91,900 µm²
  • Area Growth Syn to Fin: 34.3%
  • Layout cell share with drive strength beyond 1: 8.35%

Worst hold path
  • Hold/Removal Path Class: reg -> reg
  • Hold path cells: 2

Power and ir drop
  • PwrDens: 46.0 nW/µm²
  • Maximum vdd drop: 0.0411 mV
  • P_leak: 28.7 nW

Placement
  • Port Buffers: 1,099
  • Area after DPL: 84,700 µm²
  • Routability Congestion: 0.903
  • Hpwl dp: 254,000 µm
final cells by class:
cell class	count	area, µm²
Fill cell	42400	301000
Sequential cell	1664	33300
Multi-Input combinational cell	6116	32000
Timing Repair Buffer	1313	12700
Tap cell	5220	6530
Clock buffer	275	5770
Clock inverter	90	1320
Antenna cell	69	173
Inverter	20	75.1
final timing paths:
| path | start | slack, ns | end |
|---|---|---|---|
| max | rx_sel_in | 25.08 | rx.data_out[391] |
| min | rx.temp_data_out[155] | 0.39 | rx.data_out[155] |
| max reg2reg | rx.bits_received[5] | 30.42 | rx.data_out[391] |
| min reg2reg | rx.temp_data_out[155] | 0.39 | rx.data_out[155] |
registers in the layout, indices dropped and copies added, names as in the netlist:
| signal | count |
|---|---|
| rx.bits_received | 11 |
| rx.data_out | 544 |
| rx.new_data_out | 1 |
| rx.prev_data_clk_in | 1 |
| rx.state | 1 |
| rx.temp_data_out | 544 |
| tx.bits_sent | 11 |
| tx.clk_out_count | 4 |
| tx.data_clk_out | 1 |
| tx.data_out | 1 |
| tx.sel_out | 1 |
| tx.stored_data_in | 544 |
logic make-up (layout without fill, tap and decap cells):
| family | count (synthesis) | count (layout) | share of synthesized area [%] |
|---|---|---|---|
| other | 1 | 71 | 0.00548 |
| DFF | 1664 | 1664 | 48.7 |
| AOI/OAI and AO/OA | 2804 | 2804 | 22.8 |
| muxes | 170 | 170 | 4.57 |
| and+or+nand+nor | 3093 | 3093 | 18.3 |
| adders and majority gates | 17 | 17 | 0.311 |
| buffers and inverters | 806 | 1698 | 4.92 |
| xor gates and xnor gates | 30 | 30 | 0.384 |
placed cells by master (no fill, tap or decap), types with 69 or more instances in the layout:
master / n
o21ai_0: 539
dfxtp_1: 1660
mux4_2: 114
a21oi_1: 1649
a211oi_1: 470
clkbuf_16: 203
clkdlybuf4s50_1: 1098
diode_2: 69
nand2_1: 2768
buf_4: 205
nor2_1: 74
per-layer routing:
metal	wire, µm	part of all wire (%)	vias up	global-route usage, %
li1	-	-	31000	-
met1	132000	36	31400	19.2
met2	169000	46	2900	26.3
met3	36200	9.9	715	6.05
met4	27200	7.4	36	10.8
met5	231	0.063	-	0
tightest hold or removal path: cells and delay by family, from the launching register on:
family / cells / cell delay, ns
flip-flops: 1 / 0.32
AND/OR/NAND/NOR: 1 / 0.06
AND-OR/OR-AND: 1 / 0.05
power breakdown:
| group | total (mW) | internal, mW | switching [mW] |
|---|---|---|---|
| sequential | 1.84 | 1.82 | 0.0196 |
| combinational | 0.269 | 0.109 | 0.160 |
| clock | 2.12 | 1.26 | 0.868 |
| total | 4.23 | 3.19 | 1.05 |
stage by stage:
step	power, mW	hold slack (ns)	std cells	setup WS, ns
final	4.23	0.391	14800	25.08
after global routing	4.37	0.426	14700	24.95
after CTS	4.29	0.379	14700	25.23
after detailed placement	2.15	0.442	14300	24.23
after global placement	2.15	0.439	14300	24.19
after floorplan	2.02	0.417	8586	28.08
No activity file was given, so power comes from the tool's default toggle rates.
